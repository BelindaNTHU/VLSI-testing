$ cat design/flow/run.sh
#!/bin/bash
# OpenROAD 26Q1-2900-gdf79404cd8, Yosys 0.63+post, stock flow scripts
make -C /OpenROAD-flow-scripts/flow DESIGN_CONFIG=/design/flow/config.mk WORK_HOME=/design/flow/orfs finish
$ cat design/flow/config.mk
export PLATFORM = sky130hd
export DESIGN_NAME = TOP
export DESIGN_NICKNAME = TOP
export VERILOG_FILES = /design/flow/design.v
export SDC_FILE = /design/flow/constraint.sdc
export NUM_CORES = 4
export LEC_CHECK = 1
export CORE_UTILIZATION = 50
$ cat design/flow/constraint.sdc
current_design TOP

set clk_period 9.0
set clk_io_pct 0.2

create_clock -name clk0 -period $clk_period [get_ports {clk}]

set non_clock_inputs [all_inputs -no_clocks]
set_input_delay [expr $clk_period * $clk_io_pct] -clock clk0 $non_clock_inputs
set_output_delay [expr $clk_period * $clk_io_pct] -clock clk0 [all_outputs]
$ cat design/flow/design.v
module ADDER #
(
    parameter ADD_BIT = 16
)
(
    input  clk,
    input  reset,
    input  enable,
    input  [ADD_BIT-1:0]  A,
    input  [ADD_BIT-1:0]  B,
    output reg out_valid,
    output reg [ADD_BIT:0]  Dout             
);
reg out_valid_n;
reg enable_ff;
reg [ADD_BIT-1:0] A_ff, B_ff;
reg [ADD_BIT:0] D_out_n;
always @(posedge clk) begin
    if (reset) begin
        enable_ff <= 0;
        out_valid <= 0;
    end else begin
        enable_ff <= enable;
        out_valid <= out_valid_n;
    end
end
always @(posedge clk) begin
    A_ff <= A;
    B_ff <= B;
    Dout <= D_out_n;
end
always @(*) begin
    D_out_n = A_ff + B_ff;
    out_valid_n = (enable_ff)? 1: out_valid;
end
endmodule
module LFSR #
(
    parameter SR_LEN = 7
)
(
    input  clk,
    input  reset,
    input  enable,
    output reg out_valid,
    output reg [SR_LEN-1:0]  Dout             
);
reg out_valid_n;
reg enable_ff;
reg [SR_LEN-1:0] Dout_n;
always @(posedge clk) begin
    if (reset) begin
        enable_ff <= 0;
        out_valid <= 0;
        Dout <= 7'b1000000;
    end else begin
        enable_ff <= enable;
        out_valid <= out_valid_n;
        Dout <= Dout_n;
    end
end
integer idx;
always @(*) begin
    out_valid_n = (enable_ff)? 1: out_valid;
    Dout_n[6] = 1;    
    Dout_n[5] = 0;
    Dout_n[4] = 0;
    Dout_n[3] = 0;
    Dout_n[2] = 0;
    Dout_n[1] = 0;
    Dout_n[0] = 0;
    if (enable_ff) begin
        Dout_n[6] = Dout[5];    
        Dout_n[5] = Dout[4];    
        Dout_n[4] = Dout[3];
        Dout_n[3] = Dout[2];
        Dout_n[2] = Dout[1];
        Dout_n[1] = Dout[0];
        Dout_n[0] = Dout[6] ^ Dout[0];
    end
end
reg [SR_LEN-1:0] cnt, cnt_n;
always @(posedge clk) begin
    if(reset) cnt <= 0;
    else cnt <= cnt_n;
end
always @(*) begin
    cnt_n = (cnt==126)? 0: cnt + 1;
end
endmodule
module MISR #
(
    parameter MISR_BIT = 17
)
(
    input  clk,
    input  reset,
    input  enable,
    input  [MISR_BIT-1:0]  Din,                 
    output reg out_valid,
    output reg [MISR_BIT-1:0]  Dout             
);
reg [MISR_BIT-1:0] Din_ff;
reg enable_ff;
reg [7-1:0] cnt, cnt_n;
reg isFull, isFull_n;
reg out_valid_n;
reg [MISR_BIT-1:0] Dout_n;
integer idx;
always @(posedge clk) begin
    if (reset) begin
        enable_ff <= 0;
        out_valid <= 0;
    end else begin
        enable_ff <= enable;
        out_valid <= out_valid_n;
    end
end
always @(posedge clk) begin
    for (idx=0; idx<MISR_BIT; idx=idx+1) begin
        Dout[idx] <= Dout_n[idx];
    end
    for (idx=0; idx<MISR_BIT; idx=idx+1) begin
        Din_ff[idx] <= Din[idx];
    end
end
always @(*) begin
    out_valid_n = (isFull)? 1: out_valid;
    Dout_n[0] = 1;
    for (idx=1; idx<MISR_BIT; idx=idx+1) begin
        Dout_n[idx] = 0;
    end
    if (enable_ff && isFull) begin
        Dout_n[16] = Din_ff[16] ^ Dout[15];
        Dout_n[15] = Din_ff[15] ^ Dout[14];
        Dout_n[14] = Din_ff[14] ^ Dout[13];
        Dout_n[13] = Din_ff[13] ^ Dout[12];
        Dout_n[12] = Din_ff[12] ^ Dout[11];
        Dout_n[11] = Din_ff[11] ^ Dout[10];
        Dout_n[10] = Din_ff[10] ^ Dout[ 9];
        Dout_n[ 9] = Din_ff[ 9] ^ Dout[ 8];
        Dout_n[ 8] = Din_ff[ 8] ^ Dout[ 7];
        Dout_n[ 7] = Din_ff[ 7] ^ Dout[ 6];
        Dout_n[ 6] = Din_ff[ 6] ^ Dout[ 5];
        Dout_n[ 5] = Din_ff[ 5] ^ Dout[ 4];
        Dout_n[ 4] = Din_ff[ 4] ^ Dout[ 3];
        Dout_n[ 3] = Din_ff[ 3] ^ Dout[ 2];
        Dout_n[ 2] = Din_ff[ 2] ^ Dout[ 1];
        Dout_n[ 1] = Din_ff[ 1] ^ Dout[ 0];
        Dout_n[ 0] = Din_ff[ 0] ^ Dout[16] ^ Dout[2];
    end
end
always @(posedge clk) begin
    if(reset) begin
        isFull <= 0;
        cnt <= 0;
    end
    else begin
        isFull <= isFull_n;
        cnt <= cnt_n;
    end
end
always @(*) begin
    isFull_n = isFull;
    cnt_n = cnt;
    if(enable_ff) begin
        isFull_n = (cnt==32)? 1: isFull;
        if (isFull) begin
            cnt_n = (cnt==126)? 0: cnt + 1;
        end
        else begin
            cnt_n = (cnt==32)? 0: cnt + 1;
        end
    end
end
endmodule
module TOP #
(
    parameter ADD_BIT = 16,
    parameter SR_LEN = 7
)
(
    input  clk,
    input  reset,
    input  enable,
    output out_valid,
    output [ADD_BIT:0]  Dout             
);
wire lfsr_out_valid;
wire [SR_LEN-1:0] lfsr_pat;
reg [ADD_BIT*2-1:0] random_gen, random_gen_ff;                   
wire [ADD_BIT-1:0] A = random_gen_ff[ADD_BIT-1-:ADD_BIT];
wire [ADD_BIT-1:0] B = random_gen_ff[ADD_BIT*2-1-:ADD_BIT];
wire adder_out_valid;
wire [ADD_BIT:0] adder_Dout;
wire misr_out_valid;
wire [ADD_BIT:0] misr_Dout;
LFSR  U0_LFSR(.clk(clk), .reset(reset), .enable(enable), .out_valid(lfsr_out_valid), .Dout(lfsr_pat));
ADDER U0_ADDER(.clk(clk), .reset(reset), .enable(lfsr_out_valid), .A(A), .B(B), .out_valid(adder_out_valid), .Dout(adder_Dout));
MISR  U0_MISR(.clk(clk), .reset(reset), .enable(adder_out_valid), .Din(adder_Dout), .out_valid(misr_out_valid), .Dout(misr_Dout));
assign out_valid = misr_out_valid;
assign Dout = misr_Dout;
integer idx;
always @(posedge clk) begin
    if (reset) begin
        for (idx=0; idx<ADD_BIT*2; idx=idx+1) begin
            random_gen_ff[idx] <= 0;
        end
    end else begin
        for (idx=0; idx<ADD_BIT*2; idx=idx+1) begin
            random_gen_ff[idx] <= random_gen[idx];
        end
    end
end
always @(*) begin
    random_gen[0] = lfsr_pat[0];
    for (idx=0; idx<ADD_BIT*2-1; idx=idx+1) begin
        random_gen[idx+1] = random_gen_ff[idx];
    end
end
endmodule
==> flow_metrics.env <==
# flow metrics
export IMPL_num_rows=33
export IMPL_critical_path_required_ps=7200
export IMPL_routedWlPerCell_um=11.0
export IMPL_track_usage_pct=14.4
export IMPL_avgSynthCellArea_um2=12.0
export IMPL_ys_flops=136
export IMPL_grt_pass1_wl_um=9740
export IMPL_cp_end_kind="primary output"
export IMPL_cts_resized_gates=0
export IMPL_grt_pass1_vias=2154
export IMPL_fin_cells=506
export IMPL_cpMaxStageDelayCell="clkdlybuf4s50_1"
export IMPL_path_buffers=1
export IMPL_finalPower_mw=1.28
export IMPL_cts_sinks=136
export IMPL_vdd_ir_drop_max_mv=0.151
export IMPL_rsz0062_at_grt="false"
export IMPL_grt_overflow_total=0
export IMPL_topCellsByArea="dfxtp_1 64%, xnor2_1 6.4%, ha_1 5.6%, nor2b_1 5.3%, nor2_1 3.1%"
export IMPL_layout_top_cell="dfxtp_1"
export IMPL_chip_area_um2=8890
export IMPL_dieHeight_um=94.3
export IMPL_drc=0
export IMPL_crit_chain="clkdlybuf4s50_1"
export IMPL_cp_arrival_ps=1360
export IMPL_lay_top_cells="136 x dfxtp_1, 36 x nor2b_1, 35 x nor2_1"
export IMPL_die_w_um=94.3
export IMPL_holdWs_ps=325
export IMPL_mux_share_pct=0.235
export IMPL_crit_path_start_kind="register"
export IMPL_syn_to_final_growth_pct=20.9
export IMPL_fmax_ghz=0.316
export IMPL_drt_wl_total_um=5560
export IMPL_core_area_um2=8220
export IMPL_cts_buffers=17
export IMPL_yosysCellCount=355
export IMPL_finalInstanceArea_um2=5150
export IMPL_clock_latency_ps=490
export IMPL_synthDistinctLibCells=46
export IMPL_root_buffer="clkbuf_8"
export IMPL_fp_util_pct=51.9
export IMPL_cts_tree="built"
export IMPL_simple_gate_area_share_pct=12.5
export IMPL_setup_viol=0
export IMPL_yosysTopAreaCellShare_pct=63.9
export IMPL_cts_max_level=4
export IMPL_clk_pin_slew_ps=60
export IMPL_drv_cap=0
export IMPL_io_pins=21
export IMPL_yosys_area_top_type="dfxtp_1"
export IMPL_cts_buffer_depth=2
export IMPL_fillers=633
export IMPL_critical_path_max_stage_delay_ps=480
export IMPL_ys_top_logic_family="simple AND/OR/NAND/NOR gates"
export IMPL_max_slew_margin_pct=65.1
export IMPL_post_cts_setup_buffer_count=0
export IMPL_portBuffers=20
export IMPL_vias=2337
export IMPL_hpwl_um=3620
export IMPL_cp_top_family="buffers and inverters"
export IMPL_cts_hold_buffers=0
export IMPL_place_gp_congestion=0.763
export IMPL_ys_seq_share_pct=63.9
export IMPL_placed_cells_incl_taps=474
export IMPL_tns_ps=0
export IMPL_antenna_cells=0
export IMPL_min_path_type="reg -> reg"
export IMPL_drt_vias_per_instance=4.62
export IMPL_synth_warnings=4
export IMPL_clock_skew_ps=4.51
export IMPL_antenna_found_initial=0
export IMPL_grt_max_degree=42
export IMPL_worst_path_max_fanout=3
export IMPL_fa_ha_area_share_pct=6.05
export IMPL_ys_area_um2=4260
export IMPL_tightestPinTransition_ps=522
export IMPL_synthCells=355
export IMPL_synthesis_area_um2=4260
export IMPL_warnings=27
export IMPL_synthXorXnorAreaFrac_pct=7.81
export IMPL_crit_type="reg -> out"
export IMPL_power_density_nw_per_um2=249
export IMPL_aoi_share_pct=8.28
export IMPL_drive_above_1_share_pct=11.0
export IMPL_finalCritPeriodShare_pct=35.2
export IMPL_finalHoldViolCount=0
export IMPL_p_leak_nw=2.15
export IMPL_min_period_ps=3160
export IMPL_dr_pass1_iters=4
export IMPL_placed_cell_area_um2=4560
export IMPL_status="completed"
export IMPL_slew_viol_final=0
export IMPL_ant_nets=0
export IMPL_first_iter_violations=57
-- report_power, final --
part	internal (mW)	switching (mW)
Clock	0.423	0.245
Sequential	0.605	0.00167
Combinational	0.00325	0.00475
Total	1.03	0.252
-- cells by family after synthesis --
family          count (synthesis)
buf+inv                        11
mux                             1
flops                         136
simple gates                  102
xor+xnor                       38
compound gates                 47
fa+ha+maj                      20
-- final timing paths --
check        depth (start not counted)              start  slack [ps]                 end
min                                  0  U0_ADDER.Dout[11]         330  U0_MISR.Din_ff[11]
max                                  1    U0_MISR.Dout[2]        5840             Dout[2]
max reg2reg                          7   U0_ADDER.B_ff[0]        6700   U0_ADDER.Dout[14]
min reg2reg                          0  U0_ADDER.Dout[11]         330  U0_MISR.Din_ff[11]
-- per-layer routing --
metal	vias to the layer above	track usage, %	routed length [um]
li1	1256	-	-
met1	1045	25.1	3190
met2	32	19.1	2110
met3	4	3.79	217
met4	0	2.18	50
met5	-	0	0
-- flip-flops by register name, indices dropped and copies added, names as in the netlist, 7 cells and up --
name            cells
U0_MISR.Din_ff     17
U0_LFSR.Dout        7
U0_ADDER.A_ff      16
random_gen_ff      32
U0_ADDER.B_ff      16
U0_ADDER.Dout      17
U0_MISR.cnt         7
U0_MISR.Dout       17
-- Yosys cell counts (all sizes together) --
| master | number |
|---|---|
| xnor2 | 31 |
| o21a | 2 |
| inv | 4 |
| and4 | 1 |
| mux2i | 1 |
| nand2 | 8 |
| o31ai | 2 |
| a2bb2oi | 1 |
| a21o | 11 |
| a211o | 1 |
| nor2 | 35 |
| a221oi | 2 |
| o21bai | 1 |
| or3 | 1 |
| and2 | 7 |
| o21ai | 7 |
| or4 | 1 |
| fa | 1 |
| ha | 19 |
| o2111ai | 1 |
| a21oi | 9 |
| o211a | 2 |
| clkbuf | 7 |
| nor2b | 36 |
| nor4 | 1 |
| a31oi | 2 |
| a41oi | 1 |
| nand4 | 4 |
| o2111a | 1 |
| nand3 | 4 |
| a211oi | 2 |
| o22ai | 1 |
| dfxtp | 136 |
| xor2 | 7 |
| and3 | 2 |
| nand2b | 2 |
| o211ai | 1 |
-- area by class of cell --
type                    instances  area [um2]  share of cell area, %
flip-flops and latches        136        2720                   52.8
inverters                       4        15.0                  0.291
clock buffers                  17         414                   8.04
multi-input cells             208        1490                   28.8
well taps                     105         131                   2.55
repair buffers                 21         208                   4.03
clock inverters                15         175                   3.40
-- metrics by stage --
step | util (%) | setup WS [ps]
final | 62.7 | 5840
after global routing | 62.7 | 5760
after CTS | 62.7 | 5800
after detailed placement | 55.5 | 5860
after global placement | 55.5 | 5890
after floorplan | - | 6570
